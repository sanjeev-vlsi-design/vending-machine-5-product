===== design/flow/design.v =====
module vending_machine_4_products_rtl(
    input clk,             
    input rst,          
    input [3:0] coin,     
    input [1:0] select,   
    output reg deliver_A,
    output reg deliver_B, 
    output reg deliver_C,
    output reg deliver_D,
    output reg [3:0] change
);
    localparam Price_A = 15;
    localparam Price_B = 20;
    localparam Price_C = 25;
    localparam Price_D = 30;
    parameter Idle = 2'b00;         
    parameter Collect = 2'b01;      
    parameter Product = 2'b10;      
    reg [1:0] current_state, next_state;  
    reg [5:0] balance;  
    always @(posedge clk or posedge rst) begin
        if (rst) begin
            current_state <= Idle;
            balance <= 0;
        end else begin
            current_state <= next_state;
            if (current_state == Collect) begin
                if (coin == 4'd5 || coin == 4'd10)
                    balance <= balance + coin;
            end else if (current_state == Product) begin
                balance <= 0;
            end
        end
    end
    always @(*) begin
        deliver_A = 0;
        deliver_B = 0;
        deliver_C = 0;
        deliver_D = 0;
        change = 0;
        next_state = current_state;
        case (current_state)
            Idle: begin
                if (coin == 4'd5 || coin == 4'd10) begin
                    next_state = Collect;
                end
            end
            Collect: begin
                case (select)
                    2'b00: if (balance >= Price_A) next_state = Product;
                    2'b01: if (balance >= Price_B) next_state = Product;
                    2'b10: if (balance >= Price_C) next_state = Product;
                    2'b11: if (balance >= Price_D) next_state = Product;
                endcase
            end
            Product: begin
                case (select)
                    2'b00: deliver_A = 1;
                    2'b01: deliver_B = 1;
                    2'b10: deliver_C = 1;
                    2'b11: deliver_D = 1;
                endcase
                case (select)
                    2'b00: if (balance > Price_A) change = balance - Price_A;
                    2'b01: if (balance > Price_B) change = balance - Price_B;
                    2'b10: if (balance > Price_C) change = balance - Price_C;
                    2'b11: if (balance > Price_D) change = balance - Price_D;
                endcase
                next_state = Idle;
            end
        endcase
    end
endmodule

===== design/flow/run.sh =====
#!/bin/bash
# OpenROAD 26Q1-2900-gdf79404cd8, Yosys 0.63+post, stock flow scripts
make -C /OpenROAD-flow-scripts/flow DESIGN_CONFIG=/design/flow/config.mk WORK_HOME=/design/flow/orfs finish

===== design/flow/config.mk =====
export PLATFORM = sky130hd
export DESIGN_NAME = vending_machine_4_products_rtl
export DESIGN_NICKNAME = vending_machine_4_products_rtl
export VERILOG_FILES = /design/flow/design.v
export SDC_FILE = /design/flow/constraint.sdc
export NUM_CORES = 4
export LEC_CHECK = 1
export CORE_AREA = 10 10 101 101
export DIE_AREA = 0 0 111 111

===== design/flow/constraint.sdc =====
current_design vending_machine_4_products_rtl

set clk_period 4.0
set clk_io_pct 0.2

create_clock -name clk0 -period $clk_period [get_ports {clk}]

set non_clock_inputs [all_inputs -no_clocks]
set_input_delay [expr $clk_period * $clk_io_pct] -clock clk0 $non_clock_inputs
set_output_delay [expr $clk_period * $clk_io_pct] -clock clk0 [all_outputs]

==> notes.md <==
Implementation results

The type of the worst setup path is input pin to output port. Recorded from the global router log, the overflow total was 0. Of the cells placed in the final design, the portion with a size suffix greater than 1 is 7.80%. The library cell contributing the largest single delay on the critical path is sky130_fd_sc_hd__clkdlybuf4s50_1. The count of final hold-check violations is 0.

The kind of start point of the critical path is an input pin. The number of cells in the yosys synthesis report is 127. The library cell used as clock root buffer is sky130_fd_sc_hd__clkbuf_8.

The smallest clock period supported by the final layout is computed as 3470 ps. The via count is 917. In the detailed route, the total length drawn on met2 is 887 microns. The data arrival time reported for the critical path is 2670 ps.

The run finished with clean final reports. The endpoint required time on the critical path is 3200 ps. In this run, distinct cell masters in the synthesized netlist total 39.

For the pin with the worst max-slew slack, the measured transition is 409 ps. The routed wire length is 2450 microns. Based on the critical path, the design can be clocked at up to 288 MHz. The relative slew slack is 72.5%. The static power due to leakage is 0.595 nW.

The TritonCTS buffer count is 3. The highest cell delay on the worst timing path is 670 ps. Summed over all nets, wire length on met3 after detailed routing comes to 229 microns. In the final report, the number of endpoints failing setup comes to 0. The setup TNS after final layout is 0 ps. The flow reported a cell area power density of 343 nW/um^2. Setup repair after global routing left no endpoint under its margin. For this design the top-level I/O count stands at 16.

In this run the remaining antenna-violating nets after routing total 0. Once synthesis finished, the tally of register bits stood at 9. Per STA, the worst path is made up of clkdlybuf4s50_1 -> clkinv_2 -> nor4_1 -> o311a_1 -> clkdlybuf4s50_1.

The number of sinks on the clock net is 9. The hold slack is 516 ps. The level count of the clock H-tree is 1. For the final database, setup skew stands at 0.350 ps.

The highest routed metal layer is met3. The first global-routing pass estimated 4350 microns of wire. Entering global routing, the biggest net connects 12 pins. For this run the detailed placement stage logged an HPWL of 1970 microns. The number of warning messages in the yosys log is 1.

The number of warning messages in the logs is 32. The final weighted congestion recorded by global placement is 0.821. The count of input and output buffers is 15.

The core region is 8130 sq um. The count of cells resized by post-cts repair is 0. The CTS clock-pin slew for the worst setup and hold paths is 40 ps. For this design, the CTS-stage hold fixing added 0 buffers.

The post-synthesis instance total is 127. The fraction of the yosys area taken by sequential cells is 21.4%. sky130_fd_sc_hd__dfrtp_1 takes more of the synthesized area than any other cell. The routed via count divided by cell count is 3.73. The area share of the largest cell type after synthesis is 19.0%. The capturing element type of the critical path is an output port. The area of the mapped netlist is 1060 sq um. The count of unresolved DRC violations after routing is 0. The cell occurring most often along the worst timing path is sky130_fd_sc_hd__clkdlybuf4s50_1. Sorting the synthesized cells by area gives the leading types as sky130_fd_sc_hd__dfrtp_1 (19%), sky130_fd_sc_hd__ha_1 (17%), sky130_fd_sc_hd__xnor2_1 (5.0%). The clock latency at the later pin of the worst-skew pair is 230 ps. The count of inserted antenna diode cells is 0. The vertical die dimension reported for this design is 111 microns. The total routed wire length on the met1 layer is 1330 microns. The number of antenna violations at the first check in global routing came to 0. Counting pins that exceed their max-slew limit in the final report gives 0. The number of global-route vias before repair is 921. Per the run report, area growth between synthesis and finish was 27.0%.

The overall power of the completed layout is 0.460 mW. In this run, the number of DRC markers left after iteration 0 of detailed routing was 52. The final clock period utilization by the worst path is 86.9%. The overall die size recorded for this design is 12300 sq um. The detailed-router iteration count before antenna repair is 4.

The mean cell area of the mapped netlist is 8.32 sq um. TritonCTS built the clock tree. The floorplan step records an initial core utilization of 13.0%.

The area reported by Yosys stat is 1060 sq um. In the global route stage, overall resource usage came out at 4.03%. The clock passes through at most 2 buffers.

After detailed routing, the average wire length per cell comes to 9.96 microns. The critical path maximum fanout is 9. The report counts max-capacitance violations totalling 0. Per the repair_timing log after CTS, setup buffers inserted total 0.

The peak supply drop is 0.128 mV. The horizontal die dimension reported for this design is 111 microns. The number of core rows is 33. The tightest min-delay check is of the register to register type.
[synth_stat cells]
library cell                 n
sky130_fd_sc_hd__a211oi_1    3
sky130_fd_sc_hd__a21bo_2     1
sky130_fd_sc_hd__a21o_1      4
sky130_fd_sc_hd__a21oi_1     8
sky130_fd_sc_hd__a221o_2     1
sky130_fd_sc_hd__a22o_1      1
sky130_fd_sc_hd__a31oi_1     1
sky130_fd_sc_hd__and2_1      1
sky130_fd_sc_hd__and3_1      4
sky130_fd_sc_hd__and4bb_2    2
sky130_fd_sc_hd__buf_4       3
sky130_fd_sc_hd__buf_6       1
sky130_fd_sc_hd__clkbuf_4    1
sky130_fd_sc_hd__clkinv_2    1
sky130_fd_sc_hd__dfrtp_1     8
sky130_fd_sc_hd__dfstp_2     1
sky130_fd_sc_hd__fa_1        1
sky130_fd_sc_hd__ha_1       14
sky130_fd_sc_hd__inv_1      13
sky130_fd_sc_hd__mux2i_1     1
sky130_fd_sc_hd__nand2_1     9
sky130_fd_sc_hd__nand2b_1    1
sky130_fd_sc_hd__nand3_1     4
sky130_fd_sc_hd__nand4_1     1
sky130_fd_sc_hd__nor2_1      8
sky130_fd_sc_hd__nor2_2      1
sky130_fd_sc_hd__nor2b_1     3
sky130_fd_sc_hd__nor4_1      2
sky130_fd_sc_hd__o2111ai_1   1
sky130_fd_sc_hd__o211a_1     2
sky130_fd_sc_hd__o211ai_1    2
sky130_fd_sc_hd__o21a_1      1
sky130_fd_sc_hd__o21ai_0     8
sky130_fd_sc_hd__o21ai_2     1
sky130_fd_sc_hd__o22ai_1     2
sky130_fd_sc_hd__o311a_1     2
sky130_fd_sc_hd__o31ai_1     1
sky130_fd_sc_hd__xnor2_1     6
sky130_fd_sc_hd__xor2_1      2
[report_power, final]
| group | internal, mW | switching, mW | total (mW) |
|---|---|---|---|
| Sequential | 0.112 | 0.0439 | 0.156 |
| Combinational | 0.0981 | 0.102 | 0.200 |
| Clock | 0.0693 | 0.0343 | 0.104 |
| Total | 0.279 | 0.180 | 0.460 |
[critical path, delay by kind of cell]
kind / cells / cell delay, ps
simple gates: 1 / 320
buf+inv: 3 / 1350
compound gates: 1 / 200
[kinds of logic after synthesis]
kind of cell               Yosys count  synth area share (%)
and+or+nand+nor                     36                  18.0
AOI/OAI and AO/OA                   39                  25.5
adders and majority gates           15                  18.5
buffers and inverters               19                  9.00
xor gates and xnor gates             8                  6.64
muxes                                1                 0.948
DFF                                  9                  21.4
[through the flow]
step / setup WS [ps] / cell area (sq um) / util (%) / cells
after global placement: 527 / 1300 / 15.9 / 242
after detailed placement: 535 / 1300 / 15.9 / 242
after floorplan: 1580 / 1060 / - / 127
final: 525 / 1340 / 16.5 / 246
after CTS: 524 / 1340 / 16.5 / 246
after global routing: 431 / 1340 / 16.5 / 246
[placed cells by master, fill, tap and decap left out, types with 6 or more instances in the layout]
master                            netlist  routed
sky130_fd_sc_hd__nor2_1                 8       8
sky130_fd_sc_hd__a21oi_1                8       8
sky130_fd_sc_hd__xnor2_1                6       6
sky130_fd_sc_hd__inv_1                 13      13
sky130_fd_sc_hd__dfrtp_1                8       8
sky130_fd_sc_hd__nand2_1                9       9
sky130_fd_sc_hd__clkdlybuf4s50_1        0      15
sky130_fd_sc_hd__o21ai_0                8       8
sky130_fd_sc_hd__ha_1                  14      14
[registers in the layout (all words and copies together) (netlist names)]
name and flops:
balance 6, current_state 3
[per-layer routing]
| metal | up-vias | GRT usage [%] |
|---|---|---|
| met3 | 0 | 1.64 |
| met4 | 0 | 0.174 |
| met5 | - | 0 |
| li1 | 478 | - |
| met2 | 25 | 5.54 |
| met1 | 414 | 5.97 |
[final timing paths]
| kind | startpoint | to | cells past startpoint | slack (ps) |
|---|---|---|---|---|
| min in group asynchronous | rst | current_state[2] | 2 | 840 |
| worst min register to register | current_state[0] | current_state[0] | 1 | 520 |
| worst max-delay path | select[1] | change[3] | 5 | 530 |
| worst max register to register | balance[0] | current_state[2] | 7 | 2000 |
| worst min-delay path | current_state[0] | current_state[0] | 1 | 520 |
| max in group asynchronous | rst | current_state[0] | 2 | 2860 |
[layout make-up]
cell class,count,area [sq um]
Sequential cell,9,226
Multi-Input combinational cell,99,734
Fill cell,909,6790
Inverter,14,53.8
Tap cell,105,131
Clock buffer,4,45.0
Timing Repair Buffer,15,150
No activity file was given, so power comes from the tool's default toggle rates.
